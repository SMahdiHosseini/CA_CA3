### config.mk
export PLATFORM = sky130hd
export DESIGN_NAME = MIPSController
export DESIGN_NICKNAME = MIPSController
export VERILOG_FILES = /design/flow/design.v
export SDC_FILE = /design/flow/constraint.sdc
export NUM_CORES = 4
export LEC_CHECK = 1
export CORE_AREA = 10 10 73 73
export DIE_AREA = 0 0 83 83
### constraint.sdc
current_design MIPSController

set clk_period 1.7
set clk_io_pct 0.2

create_clock -name clk0 -period $clk_period [get_ports {clk}]

set non_clock_inputs [all_inputs -no_clocks]
set_input_delay [expr $clk_period * $clk_io_pct] -clock clk0 $non_clock_inputs
set_output_delay [expr $clk_period * $clk_io_pct] -clock clk0 [all_outputs]
### design.v
module centeralCU(AluOp, PCSrc, AluSrcB, clk, link, RegDst, RegWrite, AluSrcA, 
	IRWrite, IorD, MemWrite, MemRead, MemToReg, PCWrite, PCWriteCond, branch, opcode, rst);
	output reg[1:0] AluOp;
	output reg[1:0] PCSrc;
	output reg[1:0] AluSrcB;
	output reg link, RegDst, RegWrite, AluSrcA, IRWrite, IorD, MemWrite, MemRead, MemToReg, PCWrite, PCWriteCond, branch;
	input[5:0] opcode;
	input clk, rst;
	parameter [3:0] IF=0, ID=1, RT0=2, RT1=3, Jump=4, Beq=5, Bne=6, Jr=7, Jal=8, Memref=9, SW=10, LW0=11, LW1=12, Addi0=13, Andi0=14, AndiAddi=15;
	reg [3:0] ps, ns;
	always@(ps, opcode)begin
    ns = IF;
    case(ps)
      IF: begin ns = ID; end
      ID: begin ns = (opcode == 6'b000000) ? RT0 : 
                     (opcode == 6'b000100) ? Beq : 
                     (opcode == 6'b000101) ? Bne : 
                     (opcode == 6'b101011) ? Memref : 
                     (opcode == 6'b100011) ? Memref :
                     (opcode == 6'b000010) ? Jump :
                     (opcode == 6'b000011) ? Jal :
                     (opcode == 6'b000001) ? Jr :
                     (opcode == 6'b001000) ? Addi0 :
                     (opcode == 6'b001100) ? Andi0 : IF;
          end
      RT0: begin ns = RT1; end
      RT1: begin ns = IF; end
      Jump: begin ns = IF; end
      Beq: begin ns = IF; end
      Bne: begin ns = IF; end
      Jr: begin ns = IF; end
      Jal: begin ns = IF; end
      Memref: begin ns = (opcode == 6'b101011) ? SW : LW0; end
      SW: begin ns = IF; end
      LW0: begin ns = LW1; end
      LW1: begin ns = IF; end
      Addi0: begin ns = AndiAddi; end
      Andi0: begin ns = AndiAddi; end
      AndiAddi: begin ns = IF; end 
    endcase   
	end
		always@(ps, opcode)begin
    {AluOp, PCSrc, AluSrcB, link, RegDst, RegWrite, AluSrcA, IRWrite, IorD, MemWrite, MemRead, MemToReg, PCWrite, PCWriteCond, branch} = 18'b0;
    case(ps)
      IF: begin {MemRead, IRWrite, PCWrite, AluSrcB} = 5'b11101; end
      ID: begin AluSrcB = 2'b11; end
      RT0: begin {AluSrcA, AluOp} = 3'b110; end
      RT1: begin {RegDst, RegWrite} = 2'b11; end
      Jump: begin {PCSrc, PCWrite} = 3'b101; end
      Beq: begin {AluSrcA, AluOp, PCSrc, PCWriteCond, branch} = 7'b1010111; end
      Bne: begin {AluSrcA, AluOp, PCSrc, PCWriteCond, branch} = 7'b1010110; end
      Jr: begin {PCSrc, PCWrite} = 3'b111; end
      Jal: begin {link, PCWrite, PCSrc} = 4'b1110; end
      Memref: begin {AluSrcA, AluSrcB} = 3'b110; end
      SW: begin {IorD, MemWrite} = 2'b11; end
      LW0: begin {IorD, MemRead} = 2'b11; end
      LW1: begin {RegDst, MemToReg, RegWrite} = 3'b011; end
      Addi0: begin {AluSrcA, AluSrcB} = 3'b110; end
      Andi0: begin {AluSrcA, AluSrcB, AluOp} = 5'b11011; end
      AndiAddi: begin RegWrite = 1'b1; end 
    endcase   
	end
  always@(posedge clk, posedge rst) begin
    if(rst) ps <= IF;
    else  ps <= ns;
  end
endmodule
module ALUcontroller(AluOp, func, AluOperation);
  input [1:0] AluOp;
  input [5:0] func;
  output reg [2:0] AluOperation;
  always@(AluOp, func) begin
    AluOperation <= 3'b000;
    case(AluOp)
      2'b00: AluOperation <= 3'b010;
      2'b01: AluOperation <= 3'b110;
      2'b10: begin
              if( func == 6'b100000) AluOperation <= 3'b010;
              if( func == 6'b100010) AluOperation <= 3'b110;
              if( func == 6'b100100) AluOperation <= 3'b000;
              if( func == 6'b100101) AluOperation <= 3'b001;
              if( func == 6'b101010) AluOperation <= 3'b111;
             end
      2'b11: AluOperation <= 3'b000;
    endcase
  end
endmodule
module MIPSController(AluOperation, PCSrc, AluSrcB, clk, link, RegDst, RegWrite, AluSrcA, 
	IRWrite, IorD, MemWrite, MemRead, MemToReg, PCWrite, PCWriteCond, branch, func, opcode, rst);
  output [2:0] AluOperation;
  output [1:0] PCSrc;
  output[1:0] AluSrcB;
  output link, RegDst, RegWrite, AluSrcA, IRWrite, IorD, MemWrite, MemRead, MemToReg, PCWrite, PCWriteCond, branch;
  input[5:0] func;
  input[5:0] opcode;
  input clk, rst;
  wire [1:0] AluOp;
  centeralCU cecu(.AluOp(AluOp), .PCSrc(PCSrc), .AluSrcB(AluSrcB), .clk(clk), .link(link), .RegDst(RegDst), .RegWrite(RegWrite), 
        .AluSrcA(AluSrcA), .IRWrite(IRWrite), .IorD(IorD), .MemWrite(MemWrite), .MemRead(MemRead), .MemToReg(MemToReg), .PCWrite(PCWrite), 
        .PCWriteCond(PCWriteCond), .branch(branch), .opcode(opcode), .rst(rst));
  ALUcontroller alucu(.AluOp(AluOp), .func(func), .AluOperation(AluOperation));
endmodule
### run.sh
#!/bin/bash
# OpenROAD 26Q1-2900-gdf79404cd8, Yosys 0.63+post, stock flow scripts
make -C /OpenROAD-flow-scripts/flow DESIGN_CONFIG=/design/flow/config.mk WORK_HOME=/design/flow/orfs finish
==> impl_metrics.xml <==
<?xml version="1.0" encoding="UTF-8"?>
<metrics>
  <group name="run_status">
    <metric name="status" unit="">finished with violations</metric>
    <metric name="failed_checks" unit="">setup timing</metric>
  </group>
  <group name="setup_path">
    <metric name="end_kind" unit="">output port</metric>
    <metric name="crit_path_max_fanout" unit="">3</metric>
    <metric name="critPathRequiredTime" unit="ns">1.36</metric>
    <metric name="cp-start-kind" unit="">register</metric>
    <metric name="timing.critical_path.arrival" unit="ns">1.47</metric>
    <metric name="timing_worst_setup_path_type" unit="">register to output port</metric>
  </group>
  <group name="final_timing">
    <metric name="tightest_slew" unit="ns">0.313</metric>
    <metric name="final-hold-violation-count" unit="">0</metric>
    <metric name="finalWorstPathRequiredPeriod" unit="ns">1.81</metric>
    <metric name="timing.slew.headroom" unit="%">79.1</metric>
    <metric name="min_period_over_period" unit="%">107</metric>
    <metric name="setup_slack" unit="ns">-0.114</metric>
    <metric name="setup_viol" unit="">6</metric>
    <metric name="final_max_slew_viol_count" unit="">0</metric>
    <metric name="finClkSkew" unit="ns">0.000165</metric>
    <metric name="setup-tns-final" unit="ns">-0.352</metric>
    <metric name="timing.hold.ws" unit="ns">0.313</metric>
    <metric name="fmax" unit="GHz">0.551</metric>
    <metric name="grt_setup_unrepaired" unit="">yes</metric>
  </group>
  <group name="clock_tree">
    <metric name="htree_levels" unit="">1</metric>
    <metric name="clock_sink_count" unit="">4</metric>
    <metric name="root_buffer" unit="">clkbuf_8</metric>
    <metric name="tritoncts" unit="">built</metric>
    <metric name="cts.clk_slew.worst_paths" unit="ns">0.03</metric>
    <metric name="cts_inserted_buffers" unit="">3</metric>
    <metric name="post_cts_hold_buffer_count" unit="">0</metric>
    <metric name="ctsLongestPathBuffers" unit="">2</metric>
    <metric name="clk_latency" unit="ns">0.21</metric>
  </group>
  <group name="global_routing">
    <metric name="grt_pass1_wl" unit="mm">4.34</metric>
    <metric name="largest_net_degree_at_the_start_of_global_routing" unit="">11</metric>
    <metric name="grt_antenna_before_repair" unit="">0</metric>
    <metric name="grt_overflow" unit="">0</metric>
    <metric name="first_global_vias" unit="">978</metric>
    <metric name="grt_usage" unit="%">6.99</metric>
  </group>
  <group name="finish">
    <metric name="regArea" unit="sq um">103</metric>
    <metric name="syn2layout_area_growth" unit="%">147</metric>
    <metric name="post_route_cells_drive_above_1_share" unit="%">55.2</metric>
    <metric name="fillers" unit="">342</metric>
    <metric name="largestRegisters" unit="">cecu.ps x4</metric>
    <metric name="post-route-util" unit="%">42.3</metric>
    <metric name="comb_area" unit="sq um">658</metric>
    <metric name="regMostFlops" unit="">cecu.ps</metric>
    <metric name="largest_register_ffs" unit="">4</metric>
  </group>
  <group name="drt">
    <metric name="vias_per_cell" unit="">4.39</metric>
    <metric name="iter_0_drt_violations" unit="">31</metric>
    <metric name="detail_route.wl_per_cell" unit="um">12.1</metric>
    <metric name="route.antenna.diode_count" unit="">0</metric>
    <metric name="drt_first_pass_iters" unit="">4</metric>
    <metric name="wl_met1" unit="mm">1.24</metric>
    <metric name="antenna_violating_nets_post_route" unit="">0</metric>
    <metric name="met3_length" unit="um">140</metric>
    <metric name="highest-signal-layer" unit="">met3</metric>
    <metric name="vias" unit="">966</metric>
    <metric name="met2_wirelength" unit="mm">1.28</metric>
    <metric name="number_of_design_rule_violations_left_after_detail_routing" unit="">0</metric>
    <metric name="drt_wl_total" unit="mm">2.66</metric>
  </group>
  <group name="logic_synthesis">
    <metric name="yosys.stat.chipArea" unit="sq um">641</metric>
    <metric name="synth-warning-count" unit="">2</metric>
    <metric name="synthesis.area" unit="sq um">641</metric>
    <metric name="synth-seq-area-share" unit="%">15.6</metric>
    <metric name="syn-mean-instance-area" unit="sq um">6.96</metric>
    <metric name="postSynthCellCount" unit="">92</metric>
    <metric name="flip_flop_and_latch_count_after_synthesis" unit="">4</metric>
    <metric name="netlist-cell-type-count" unit="">34</metric>
    <metric name="yosys_cells" unit="">92</metric>
  </group>
  <group name="run">
    <metric name="openroad.warnings" unit="">30</metric>
    <metric name="max_cap_violations" unit="">0</metric>
  </group>
  <group name="floorplanning">
    <metric name="die.size.x" unit="um">83</metric>
    <metric name="dieArea" unit="sq um">6890</metric>
    <metric name="core" unit="sq um">3740</metric>
    <metric name="boundaryPins" unit="">33</metric>
    <metric name="cell_rows" unit="">22</metric>
    <metric name="die.size.y" unit="um">83</metric>
    <metric name="initial_core_util" unit="%">17.1</metric>
  </group>
  <group name="pwr">
    <metric name="vdd_drop_max" unit="mV">0.435</metric>
    <metric name="power_density" unit="nW/um^2">1120</metric>
    <metric name="power.total" unit="uW">1780</metric>
    <metric name="power_leakage" unit="uW">0.000761</metric>
  </group>
  <group name="place">
    <metric name="numPortBuffers" unit="">32</metric>
    <metric name="dp_hpwl" unit="mm">1.86</metric>
    <metric name="gpl.final_weighted_congestion" unit="">0.909</metric>
  </group>
  <group name="min_path">
    <metric name="timing.hold.worst.class" unit="">input pin to asynchronous set/reset pin</metric>
  </group>
</metrics>
-- worst paths after layout --
check | start | end | slack, ns | cells after the start
max | cecu.ps[1]$_DFF_PP0_ | MemRead | -0.11 | 7
min reg2reg | cecu.ps[2]$_DFF_PP0_ | cecu.ps[1]$_DFF_PP0_ | 0.77 | 3
max in group asynchronous | rst | cecu.ps[2]$_DFF_PP0_ | 1.23 | 2
min | rst | cecu.ps[1]$_DFF_PP0_ | 0.31 | 2
min in group clk0 | cecu.ps[2]$_DFF_PP0_ | cecu.ps[1]$_DFF_PP0_ | 0.77 | 3
max reg2reg | cecu.ps[0]$_DFF_PP0_ | cecu.ps[0]$_DFF_PP0_ | 0.06 | 8
-- repair_timing --
item | 4_1_cts | 5_1_grt
pin swaps | 11 | 13
resized | 75 | 25
buffers inserted | 10 | 13
gates cloned | 0 | 0
setup endpoints to repair | 19 | 16
-- kinds of logic (layout without fill, tap and decap cells) --
kind of cell / count (synthesis) / in the layout / synth area share [%]
AND-OR/OR-AND: 23 / 23 / 23.8
buffers and inverters: 11 / 91 / 7.03
multiplexers: 3 / 3 / 4.69
adder cells (fa/ha/maj): 4 / 4 / 7.81
AND/OR/NAND/NOR: 45 / 45 / 38.3
flip-flops: 4 / 4 / 15.6
XOR/XNOR: 2 / 2 / 2.73
-- routing by layer --
layer / global-route usage (%) / vias up
li1: - / 487
met1: 9.35 / 454
met2: 11.3 / 25
met3: 1.77 / 0
met4: 0.769 / 0
met5: 0 / -
-- worst max-delay path, cell delays in order, from the launching register on --
cell and delay [ns]:
dfrtp_1 0.39, buf_4 0.14, buf_6 0.11, buf_4 0.13, ha_4 0.17, mux2i_1 0.13
nor2_1 0.06, dlymetal6s2s_1 0.13
-- where the power goes --
| part | leakage [uW] | total, uW | internal [uW] | switching, uW |
|---|---|---|---|---|
| clock network | 0.0000216 | 195 | 151 | 44.3 |
| logic | 0.000690 | 1430 | 866 | 564 |
| registers | 0.0000495 | 150 | 126 | 24.1 |
| total | 0.000761 | 1780 | 1140 | 632 |
-- layout by cell type (no fill, tap or decap), drive strengths merged, types with 5 or more instances in the layout --
cell	netlist	final
dlygate4sd2	0	8
o21ai	6	6
and2	5	5
nor2	13	13
inv	6	6
clkdlybuf4s50	0	8
buf	4	58
nand2	7	7
-- synthesized netlist by cell type --
library cell / number / area [sq um]
nor2_1: 13 / 48.8
nand2_1: 7 / 26.3
inv_1: 6 / 22.5
and2_1: 5 / 31.3
o21ai_0: 5 / 25.0
dfrtp_1: 4 / 100
ha_1: 4 / 50.1
nand2b_1: 4 / 25.0
nor2b_1: 4 / 25.0
nor3_1: 4 / 20.0
buf_2: 3 / 15.0
mux2i_1: 3 / 30.0
o22ai_1: 3 / 18.8
a21oi_1: 2 / 10.0
a31oi_1: 2 / 12.5
nand3_1: 2 / 10.0
nor4bb_1: 2 / 20.0
o21bai_1: 2 / 15.0
xnor2_1: 2 / 17.5
a2111oi_1: 1 / 10.0
a211oi_1: 1 / 7.51
a221oi_1: 1 / 8.76
a311oi_1: 1 / 8.76
and3b_1: 1 / 8.76
buf_1: 1 / 3.75
clkbuf_1: 1 / 3.75
nand4b_1: 1 / 8.76
nor3b_1: 1 / 7.51
o211ai_1: 1 / 7.51
o21a_1: 1 / 7.51
o21ai_1: 1 / 5.00
o311ai_1: 1 / 8.76
o31ai_1: 1 / 7.51
or4b_4: 1 / 13.8
-- area by class of cell --
class	count	area share [%]
flip-flops and latches	4	6.48
clock buffers	3	2.61
repair buffers	82	44.1
multi-input cells	77	41.6
well taps	48	3.79
inverters	6	1.42
-- per-stage QoR --
| stage | std cells | worst slack, ns | instance area [sq um] |
|---|---|---|---|
| 2_1_floorplan | 92 | 0.145 | 641 |
| 3_3_place_gp | 195 | -0.329 | 1210 |
| 3_5_place_dp | 195 | -0.381 | 1210 |
| 4_1_cts | 208 | -0.180 | 1420 |
| 5_1_grt | 220 | -0.188 | 1580 |
| 6_report | 220 | -0.114 | 1580 |
Power is estimated from default activity; no workload was simulated.

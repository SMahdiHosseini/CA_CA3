### config.mk
export PLATFORM = sky130hd
export DESIGN_NAME = MUX32Four
export DESIGN_NICKNAME = MUX32Four
export VERILOG_FILES = /design/flow/design.v
export SDC_FILE = /design/flow/constraint.sdc
export NUM_CORES = 4
export LEC_CHECK = 1
export CORE_AREA = 10 10 76 76
export DIE_AREA = 0 0 86 86
### constraint.sdc
current_design MUX32Four

set clk_period 3.9
set clk_io_pct 0.2

create_clock -name clk0 -period $clk_period

set non_clock_inputs [all_inputs -no_clocks]
set_input_delay [expr $clk_period * $clk_io_pct] -clock clk0 $non_clock_inputs
set_output_delay [expr $clk_period * $clk_io_pct] -clock clk0 [all_outputs]
### design.v
module MUX32Four(input[31:0] s0 , input[31:0] s1 , input[31:0] s2 , input[31:0] s3 , input[1:0] s , output[31:0] out);
	assign out = (s == 2'b00) ? s0 : (s == 2'b01) ? s1 : (s == 2'b10) ? s2 : s3; 
endmodule
### run.sh
#!/bin/bash
# OpenROAD 26Q1-2900-gdf79404cd8, Yosys 0.63+post, stock flow scripts
make -C /OpenROAD-flow-scripts/flow DESIGN_CONFIG=/design/flow/config.mk WORK_HOME=/design/flow/orfs finish
==> impl_metrics.toml <==
# flow metrics
[sta]
rsz0062_at_grt = "false"
setup-tns-final_ns = 0
tightest_slew_ns = 0.417
setup_violations = 0
hold_viol_final = 0
finalClockPeriodUsage_pct = 82.4
slew_viol_final = 0
clock.fmax_mhz = 311
layout_min_cycle_time_ns = 3.21
slew_headroom_pct = 72.2

[worst_setup_path]
worst-path-max-fanout = 32
crit_path_start = "s[1]"
crit_arrival_ns = 2.43
cp.required_ns = 3.12
critPathCaptureType = "output port"
worstSetupStartpointType = "primary input"
crit_end = "out[27]"
critPathKind = "primary input to output port"

[route]
viasPerCell = 4.73
drc = 0
wl_per_cell_um = 22.9
final_antenna_net_count = 0
dr_total_vias = 1178
drt-pass1-iter-count = 2
drt_iter0_markers = 18
wl_um = 5710

[clock_tree]
post_cts_buffers = 0
post_cts_resized = 0
ctsHoldBuffers = 0

[place]
placed_cells = 248
dpl.hpwl_um = 5260
gp_congestion = 0.894
numPortBuffers = 162

[power]
p_leak_nw = 0.870
cellPowerDensity_mw_per_mm2 = 110
ir_worst_vdd_uv = 55.8

[global_routing]
grt_max_degree = 33
first_global_vias = 1358
antenna_found_initial = 2
grt_first_pass_wirelength_um = 8420
grt_usage_pct = 15.0
grt-ovfl-total = 0

[synthesis]
ys_warn_count = 0
ys_types = 5
yosys_area_um2 = 815
synth_cells = 39
ys_cells = 39
syn_avg_cell_area_um2 = 20.9
ys_seq_share_pct = 0
synthesis.area_um2 = 815

[cells_and_area]
fillers = 335
drive_above_1_share_pct = 17.7
final_util_pct = 59.6
seqCellArea_um2 = 0
num-clock-buffers = 0
final_cells = 249
seq_cells = 0
synthToLayoutAreaGrowth_pct = 201

[flow_run]
log.warning_count = 33
maxCapViolCount = 0

[die]
num_rows = 23
die_area_mm2 = 0.00740
fp-utilization_pct = 19.8
fp.dieW_um = 86
core_area_mm2 = 0.00412
die_h_um = 86
io_pins = 162

[run_status]
status = "completed"

[worst_hold_path]
hp-class = "primary input to output port"
## per-layer routing
layer  wire (um)  global-route usage (%)
met1        2010                    16.6
met2        2970                    26.3
met3         708                    8.29
met4           4                       0
met5          20                       0
## placed cells by master (no fill, tap or decap)
cell and instances:
buf_4 3, clkdlybuf4s50_1 161, buf_2 1, buf_12 1
diode_2 1, mux4_1 2, mux4_2 30
## synth_stat cells, drive strengths merged
library cell,n,area share (%)
buf,7,11
mux4,32,89
## worst min path at each step
| stage | start | endpoint | slack [ns] | cells past startpoint |
|---|---|---|---|---|
| 4_1_cts | s[0] | out[2] | 2.67 | 3 |
| 5_1_grt | s[0] | out[28] | 2.70 | 3 |
| 6_report | s[0] | out[28] | 2.64 | 3 |
## where the power goes
group	switching [mW]	internal [mW]
sequential	0	0
clock	0	0.0000000344
combinational	0.0492	0.220
total	0.0492	0.220
## cell families after synthesis
family	after synthesis	share of synthesized area, %
buffers and inverters	7	10.6
muxes	32	89.4
## stage by stage
stage | hold slack (ns) | setup WS, ns | cell area, um^2 | power (mW)
after floorplan | 1.65 | 1.62 | 815 | 0.0725
after global placement | 2.67 | 0.681 | 2450 | 0.271
after detailed placement | 2.67 | 0.677 | 2450 | 0.274
after CTS | 2.67 | 0.677 | 2450 | 0.275
after global routing | 2.70 | 0.618 | 2450 | 0.289
final | 2.64 | 0.686 | 2450 | 0.270
## critical path: stages
cell and delay (ns):
clkdlybuf4s50_1 0.45, buf_4 0.36, mux4_2 0.36, clkdlybuf4s50_1 0.46
## final cells by class
cell class	instances	area (um^2)	share of cell area, %
Timing Repair Buffer	166	1660	67.7
Multi-Input combinational cell	32	728	29.7
Antenna cell	1	2.50	0.102
Tap cell	50	62.6	2.55
Power figures rest on the tool's default switching activity, not on a simulated workload.

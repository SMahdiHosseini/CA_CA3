`config.mk`:
```
export PLATFORM = sky130hd
export DESIGN_NAME = ALU
export DESIGN_NICKNAME = ALU
export VERILOG_FILES = /design/flow/design.v
export SDC_FILE = /design/flow/constraint.sdc
export NUM_CORES = 4
export LEC_CHECK = 1
export CORE_UTILIZATION = 40
```
`constraint.sdc`:
```
current_design ALU

set clk_period 19.0
set clk_io_pct 0.2

create_clock -name clk0 -period $clk_period

set non_clock_inputs [all_inputs -no_clocks]
set_input_delay [expr $clk_period * $clk_io_pct] -clock clk0 $non_clock_inputs
set_output_delay [expr $clk_period * $clk_io_pct] -clock clk0 [all_outputs]
```
`design.v`:
```
module ALU(input[31:0] A,input[31:0] B,input[2:0] AluOperation,output zero,output reg[31:0] out);
	assign zero = (out == 0) ? 1'b1 : 1'b0;
	always@(A , B , AluOperation) begin
		case(AluOperation)
			3'b000: out = A & B;
			3'b001: out = A | B;
			3'b010: out = A + B;
			3'b110:	out = A - B;
			3'b111: out = (A < B) ? 1 : 0;
			default: out = 0;
		endcase
	end
endmodule
```
`run.sh`:
```
#!/bin/bash
# OpenROAD 26Q1-2900-gdf79404cd8, Yosys 0.63+post, stock flow scripts
make -C /OpenROAD-flow-scripts/flow DESIGN_CONFIG=/design/flow/config.mk WORK_HOME=/design/flow/orfs finish
```
==> impl_metrics.ini <==
; physical design summary
[worst_setup_path]
crit_buf_inv = 3
worst_path_largest_cell_delay_ns = 0.73
crit_cells = 16
crit_chain = clkdlybuf4s50_1 -> inv_1 -> ha_1 -> fa_1 -> nor2_2 -> o311ai_4 -> a211oi_2 -> o31ai_1 -> a211oi_1 -> o22ai_1 -> a21oi_1 -> o22ai_1 -> nand3b_1 -> a2111o_1 -> nor2_1 -> clkdlybuf4s50_1
critical_path_arrival_ns = 8.52
worst_setup_path_endpoint = zero
cp_top_family = AND-OR/OR-AND gates
worst_setup_path_end_kind = primary output
timing.critical_path.from_type = input port
timing.critical_path.required_ns = 15.20
worst-setup-path-type = in -> out
crit_path_start = A[0]
critical_path_fanouts_max = 5
timing.critical_path.slowest_stage_cell = sky130_fd_sc_hd__a211oi_1

[logic_synthesis]
yosys-top-cells-count = sky130_fd_sc_hd__inv_1, sky130_fd_sc_hd__ha_1, sky130_fd_sc_hd__a21oi_1, sky130_fd_sc_hd__nand2_1, sky130_fd_sc_hd__nor2_1
topCombFamilyByArea = AND-OR/OR-AND gates
yosys-mux-area-fraction_pct = 4.27
yosys.area_share.adder_pct = 24.4
synth_dominant_cell_count = sky130_fd_sc_hd__inv_1
syn_inst = 811
synth_cell_type_count = 80
syn_avg_cell_area_sq_um = 6.65
post_synth_xor_area_fraction_pct = 2.44
netlist_area_sq_mm = 0.00539
synth-warning-count = 1
synth.yosys.seq_area_share_pct = 0
yosysCellCount = 811
total_cell_area_reported_by_yosys_after_synthesis_sq_mm = 0.00539
synth.top_cell.area_share_pct = 23.7
synthTopCellsByArea = sky130_fd_sc_hd__ha_1, sky130_fd_sc_hd__inv_1, sky130_fd_sc_hd__a21oi_1, sky130_fd_sc_hd__nand2_1, sky130_fd_sc_hd__nor2_1
synth-compound-area-share_pct = 36.6
synth_simple_gate_area_share_pct = 21.1
biggest_area_consumer_among_synthesized_cells = sky130_fd_sc_hd__ha_1

[status]
outcome = finished, final reports clean

[route]
drt-vias-per-instance = 5.92
dr.pass1.iters = 5
routed_wire_length_per_instance_um = 19.3
vias = 6218
drc_violation_count_after_routing = 0
drt-initial-drc-count = 551
count_of_nets_left_with_antenna_violations_after_detail_routing = 0
diodes = 0
totalWireLength_um = 20200

[final_timing]
worst_slack_ns = 6.68
drv_slew = 0
max_freq_mhz = 81.2
worst_hold_slack_ns = 8.72
final.period_utilization_pct = 64.9
rsz0062_at_grt = no
slew_headroom_pct = 46.6
finalSetupTns_ns = 0
hold_violations = 0
final-setup-viol-count = 0
min_period_ns = 12.32
max_slew.worst_pin.slew_ns = 0.797

[cells_and_area]
instances_no_fill = 1050
area_delta_synth_final_pct = 20.0
layout.core_utilization_pct = 49.0
combinational_area_sq_mm = 0.00479
design.seq.count = 0
layout-drive-gt1-share_pct = 4.35
nFillCells = 1334
ff_latch_area_sq_um = 0
finish.instance_area_sq_mm = 0.00647
num-clock-buffers = 0

[clock_tree]
resize_count_post_cts = 0
count_of_hold_fix_buffers_inserted_at_cts = 0
post-cts-setup-buffer-count = 0

[floorplanning]
dieHeight_um = 118
boundaryPins = 100
die_w_um = 118
floorplan.die_area_sq_mm = 0.0139
initCoreUtil_pct = 40.9
row_count = 42
core_area_sq_mm = 0.0132

[global_routing]
grt.total_usage_pct = 28.9
grt_first_pass_wirelength_um = 31700
first_global_vias = 5740
grt_overflow = 0
initial_antenna_violation_count = 0
grt_max_degree = 53

[place]
dpl_worst_slack_ns = 6.82
placement.io_buffers = 100
number_of_placed_instances_taps_included = 1050
placement.cell_area_sq_mm = 0.00647
place.gp.congestion = 0.972
detailed_place_hpwl_um = 16100

[pwr]
power_frac_seq_pct = 0
p_int_mw = 0.0839
power_switching_share_pct = 57.6
clock_power_share_pct = 0
total_switching_power_mw = 0.114
combinationalPowerShare_pct = 100.0
power.static_leakage_nw = 2.92
power-per-cell-area_mw_per_mm2 = 30.6
power_mw = 0.198
max-vdd-ir-drop_mv = 0.0128

[flow_run]
number_of_warnings_the_tools_reported = 102
cap_violations = 0

[worst_hold_path]
min-delay-path-class = in -> out
final cells by class:
| class | count | share of cell area (%) |
|---|---|---|
| timing repair buffer | 107 | 16.2 |
| inverter | 109 | 6.33 |
| multi-input combinational | 658 | 74.1 |
| tap | 176 | 3.40 |
logic make-up (layout without fill, tap and decap cells):
kind of cell / count (synthesis) / count (layout)
mux: 23 / 23
xor+xnor: 15 / 15
buf+inv: 153 / 216
fa+ha+maj: 104 / 104
simple gates: 233 / 233
compound gates: 283 / 283
layer usage:
| layer | share of wire (%) | track usage (%) | vias to the layer above |
|---|---|---|---|
| met5 | 0 | 0 | - |
| met4 | 1.4 | 3.93 | 0 |
| met3 | 7.5 | 3.76 | 22 |
| met2 | 44 | 45.2 | 266 |
| met1 | 47 | 43.1 | 2865 |
| li1 | - | - | 3065 |
power groups by stage:
stage	combinational, mW	clock (mW)	sequential [mW]
CTS	0.196	0	0
finish	0.198	0	0
global route	0.216	0	0
cell usage in the layout (no fill, tap or decap), types with 4 or more instances in the layout:
master	instances
sky130_fd_sc_hd__and2_1	5
sky130_fd_sc_hd__a21oi_1	71
sky130_fd_sc_hd__inv_1	105
sky130_fd_sc_hd__o21a_1	7
sky130_fd_sc_hd__inv_2	4
sky130_fd_sc_hd__o221ai_1	5
sky130_fd_sc_hd__nand3_1	16
sky130_fd_sc_hd__o21ai_1	5
sky130_fd_sc_hd__a211oi_1	17
sky130_fd_sc_hd__o21bai_1	13
sky130_fd_sc_hd__ha_1	102
sky130_fd_sc_hd__mux2i_1	23
sky130_fd_sc_hd__nand2b_1	8
sky130_fd_sc_hd__nand4_1	11
sky130_fd_sc_hd__nor2_1	63
sky130_fd_sc_hd__clkdlybuf4s50_1	99
sky130_fd_sc_hd__o211a_1	4
sky130_fd_sc_hd__o21ai_0	37
sky130_fd_sc_hd__o31ai_1	17
sky130_fd_sc_hd__a221oi_1	9
sky130_fd_sc_hd__nor2b_1	7
sky130_fd_sc_hd__a211o_1	4
sky130_fd_sc_hd__o221a_2	4
sky130_fd_sc_hd__nor3_1	21
sky130_fd_sc_hd__a21o_1	13
sky130_fd_sc_hd__or3_1	8
sky130_fd_sc_hd__o211ai_1	11
sky130_fd_sc_hd__nand2_1	64
sky130_fd_sc_hd__a31oi_1	10
sky130_fd_sc_hd__nor4_1	7
sky130_fd_sc_hd__xnor2_1	14
sky130_fd_sc_hd__buf_4	7
sky130_fd_sc_hd__o22ai_1	14
how the worst min path moves through the flow:
stage	from	end	slack, ns	cells after the start
4_1_cts	AluOperation[0]	out[1]	8.72	4
5_1_grt	AluOperation[0]	out[1]	8.76	4
6_report	AluOperation[0]	out[1]	8.72	4
Power is estimated from default activity; no workload was simulated.
